### ./config.mk
export PLATFORM = sky130hd
export DESIGN_NAME = Bbqm_pro
export DESIGN_NICKNAME = Bbqm_pro
export VERILOG_FILES = /design/flow/design.v
export SDC_FILE = /design/flow/constraint.sdc
export NUM_CORES = 4
export LEC_CHECK = 1
export CORE_UTILIZATION = 50
### ./constraint.sdc
current_design Bbqm_pro

set clk_period 5.3
set clk_io_pct 0.2

create_clock -name clk0 -period $clk_period [get_ports {clk}]

set non_clock_inputs [all_inputs -no_clocks]
set_input_delay [expr $clk_period * $clk_io_pct] -clock clk0 $non_clock_inputs
set_output_delay [expr $clk_period * $clk_io_pct] -clock clk0 [all_outputs]
### ./design.v
module clock_divider(clk, reset, CLK1Hz);
input clk, reset;
output CLK1Hz;
reg CLK1Hz;
reg [24:0] count;
always @(posedge clk or posedge reset)
	begin
		if(reset)  
			begin
				count <= 0;
				CLK1Hz <= 0;
			end				 
		else					 
			begin				 
				if(count < 10_000_000)	
					count <= count + 1;  
				else 
					begin
						CLK1Hz = ~CLK1Hz;  
						count <= 0;
					end		
			end
	end							 
endmodule							 
module BBQM_counter(reset,clk,input1, input2, count);
input clk,reset;		   
input input1, input2; 	  
output reg [3:0] count = 0; 	 
always @(posedge reset or posedge clk)			 
	if (reset)		
	begin		
		count <=0;			 
	end				
	else if(input2)				 
	begin			 
		if(count != 0)			 
			count <= count -1;		 
	end				
	else if (input1)				 
	begin					
		if (count !=7)			
			count <= count +1;		 
	end				
endmodule    
module decoder_7seg (A, B, C, D, led_a, led_b, led_c, led_d, led_e, led_f, led_g);
input A, B, C, D;
output led_a, led_b, led_c, led_d, led_e, led_f, led_g;
assign led_a = ~(A | C | B&D | ~B&~D);
assign led_b = ~(~B | ~C&~D | C&D);
assign led_c = ~(B | ~C | D);
assign led_d = ~(~B&~D | C&~D | B&~C&D | ~B&C |A);
assign led_e = ~(~B&~D | C&~D);
assign led_f = ~(A | ~C&~D | B&~C | B&~D);
assign led_g = ~(A | B&~C | ~B&C | C&~D);
endmodule 
module Wtime_bbqm(pcount,tcount,wtime1, wtime2);
  input [3:0] pcount;
  input [1:0] tcount;
  output reg [3:0] wtime1;
  output reg [3:0] wtime2;
  always @(*)
  begin
    case(pcount)
      4'b0001 :
      begin
        if(tcount==2'b01)
	begin
          wtime1 <=4'b0011;
          wtime2 <=4'b0000;
	end
        else if(tcount==2'b10)
	begin
          wtime1 <=4'b0011;
          wtime2 <=4'b0000;
	end
        else if(tcount==2'b11)
	begin
          wtime1 <=4'b0110;
          wtime2 <=4'b0000;
	end
      end
      4'b0010 :
      begin
        if(tcount==2'b01)
	begin
          wtime1 <=4'b0110;
          wtime2 <=4'b0000;
	end
        else if(tcount==2'b10)
	begin
          wtime1 <=4'b0110;
          wtime2 <=4'b0000;
	end
        else if(tcount==2'b11)
	begin
          wtime1 <=4'b0010;
          wtime2 <=4'b0001;
	end
      end
      4'b0011 :
      begin
        if(tcount==2'b01)
	begin
          wtime1 <=4'b1001;
          wtime2 <=4'b0000;
	end
        else if(tcount==2'b10)
	begin
          wtime1 <=4'b1001;
          wtime2 <=4'b0000;
	end
        else if(tcount==2'b11)
	begin
          wtime1 <=4'b1000;
          wtime2 <=4'b0001;
	end
      end
      4'b0100 :
      begin
        if(tcount==2'b01)
        begin
          wtime1 <=4'b0010;
          wtime2 <=4'b0001;
        end
        else if(tcount==2'b10)
	begin
          wtime1 <=4'b0010;
          wtime2 <=4'b0001;
	end
        else if(tcount==2'b11)
	begin
          wtime1 <=4'b00100;
          wtime2 <=4'b0010;
	end
      end
      4'b0101 :
      begin
        if(tcount==2'b01)
        begin
          wtime1 <=4'b0101;
          wtime2 <=4'b0001;
        end
        else if(tcount==2'b10)
	begin
          wtime1 <=4'b0101;
          wtime2 <=4'b0001;
	end
        else if(tcount==2'b11)
	begin
          wtime1 <=4'b0000;
          wtime2 <=4'b0011;
	end
      end
      4'b0110 :
      begin
        if(tcount==2'b01)
        begin
          wtime1 <=4'b1000;
          wtime2 <=4'b0001;
        end
        else if(tcount==2'b10)
        begin
          wtime1 <=4'b1000;
          wtime2 <=4'b0001;
        end
        else if(tcount==2'b11)
	begin	
          wtime1 <=4'b0110;
          wtime2 <=4'b0011;
	end
      end
      4'b0111 :
      begin
        if(tcount==2'b01)
        begin
          wtime1 <=4'b0001;
          wtime2 <=4'b0010;
        end
        else if(tcount==2'b10)
        begin
          wtime1 <=4'b0001;
          wtime2 <=4'b0010;
        end
        else if(tcount==2'b11)
	begin
          wtime1 <=4'b0010;
          wtime2 <=4'b0100;
	end
      end
      default: begin
        wtime1=4'b0000; 
        wtime2=4'b0000;
      end
    endcase
  end
endmodule  
module D_flip_flop(D,clk,Q);
input D;
	input clk;  
	output reg Q; 
	always @(posedge clk) 
		begin
		 Q <= ~D; 
		end 
endmodule 
module Bbqm_pro(clk,input1, input2, reset, tcount, empty, full, leds_pcount, leds_wtime1, leds_wtime2);
	input clk,input1, input2, reset;	 
	output [6:0] leds_pcount;		
	output [6:0] leds_wtime1;	
	output [6:0] leds_wtime2;           		
	output empty, full; 			
	reg empty, full; 			
	wire [3:0] pcount;		
	input [1:0] tcount;			
	wire [3:0] wtime1;			
 	 wire [3:0] wtime2;			
  	wire CLK1Hz;		
  	wire Q1,Q2;		
	clock_divider cl(clk, reset, CLK1Hz);	
	D_flip_flop inpt1(input1,CLK1Hz,Q1);	
	D_flip_flop inpt2(input2,CLK1Hz,Q2);	
	BBQM_counter count(reset, CLK1Hz,Q1, Q2, pcount);	
	always @(pcount)  
	begin
		if (pcount ==0)		 
			empty = 1;	
		else			
			empty = 0;
		if (pcount == 7)		 
			full=1;		
		else			
			full =0;	
	end 				
	Wtime_bbqm rom(pcount, tcount, wtime1, wtime2);
  decoder_7seg pcount_7seg (pcount[3], pcount[2], pcount[1], pcount[0], leds_pcount[6], leds_pcount[5], leds_pcount[4], leds_pcount[3], leds_pcount[2], leds_pcount[1], leds_pcount[0]);
  decoder_7seg wtime1_7seg (wtime1[3], wtime1[2], wtime1[1], wtime1[0], leds_wtime1[6], leds_wtime1[5], leds_wtime1[4], leds_wtime1[3], leds_wtime1[2], leds_wtime1[1], leds_wtime1[0]);
  decoder_7seg wtime2_7seg (wtime2[3], wtime2[2], wtime2[1], wtime2[0], leds_wtime2[6], leds_wtime2[5], leds_wtime2[4], leds_wtime2[3], leds_wtime2[2], leds_wtime2[1], leds_wtime2[0]);
endmodule 
### ./run.sh
#!/bin/bash
# OpenROAD 26Q1-2900-gdf79404cd8, Yosys 0.63+post, stock flow scripts
make -C /OpenROAD-flow-scripts/flow DESIGN_CONFIG=/design/flow/config.mk WORK_HOME=/design/flow/orfs finish
==> out/results.txt <==
status -> completed
Final Hold Vio Count -> 0
Core Density at Floorplan -> 51.9%
Worst VDD drop -> 0.155 mV
clk latency of the worst-skew pair -> 0.27 ns
pre-CTS setup slack -> 2.91 ns
total die area -> 5190 sq um
CTS tree -> built
worst r2r src -> cl.count[22]
Pre-antenna DRT Iters -> 4
number of logged tool warnings -> 30
Setup Skew -> 0.00414 ns
wire per inst -> 12.0 um
Max Clock Freq -> 0.418 GHz
hold buffers post-CTS -> 0
Hold Crit Depth -> 1
CTS Buf Count -> 3
total negative slack -> 0 ns
Area growth syn-to-layout -> 8.52%
pins over their slew limit -> 0
Dominant cell area share -> 30.6%
RSZ-0062 raised after global routing -> no
vias per inst -> 5.19
synth top area cells -> dfrtp_1, buf_4, nor2_1
first-pass GRT wire length -> 7480 um
routability cong. -> 0.797
ANT nets after route -> 0
Final Routed Wirelength -> 4230 um
CP Class -> flop to flop
largest net degree at the start of global routing -> 31
YS chip area -> 2450 sq um
max-cap viol count -> 0
Post-Synthesis Mean Instance Area -> 8.49 sq um
Startpoint Class -> flop
fin worst setup slack -> 2.91 ns
number of remaining DRC errors -> 0
DRC violation total after the first TritonRoute iteration -> 71
Port-buffer cells -> 28
CTS max path bufs -> 2
hold endpoint -> cl.count[0]
fillcell total -> 433
endpoints left unconstrained -> 36
count leader, synth -> nor2_1
# H-tree levels -> 1
fin util -> 56.4%
via count -> 1836
top cells by count -> nor2_1, dfrtp_1, buf_4, inv_1, a21oi_1
Arr. time, crit path -> 2.59 ns
CP endpoint kind -> flop
post_cts resized -> 0
Post-synth EDFFs -> 0
register pins left without a clock -> 13
number of global-route vias before repair -> 1640
setup bufs post-CTS -> 0
layout cell share with drive strength beyond 1 -> 4.53%
Pwr Density -> 228 nW/um^2
Syn Inst Count -> 289
worst-margin pin slew -> 0.745 ns
Core Region -> 4720 sq um
r2r setup slk -> 2.91 ns
grt total ovfl -> 0
hold crit path type -> flop to flop
Yosys top cell by area -> dfrtp_1
Clock transition at path regs -> 0.09 ns
Main synth FF type -> dfrtp_1
total number of yosys warnings -> 5
Unique cell types -> 51
finished layout cell area -> 2660 sq um
Final Cycle Share -> 45.2%
WP data required -> 5.50 ns
Pleak -> 1.11 nW
CTS root buf -> clkbuf_8
Ant. Diodes -> 0
std cell rows -> 25
Setup Viol. Count Final -> 0
# Cells Yosys -> 289
DP Area -> 2610 sq um
global-route usage over all layers -> 18.4%
Post-Syn Area -> 2450 sq um
Yosys reg bits -> 39
DP HPWL -> 3150 um
antenna violations before repair -> 0
HP Start -> cl.count[0]
Worst R2R Path Depth -> 5
Ports -> 29
worst-path fanout max -> 13
Final min period -> 2.39 ns
Worst slew margin -> 50.3%
die x size -> 72.1 um
reg-to-reg endpoint -> cl.CLK1Hz
asr flop ratio synth -> 76.9%
Die Ht -> 72.1 um
## worst max-delay path, cell delays in order (launching register included)
cell	delay, ns
dfrtp_1	0.42
or4_1	0.52
a2111oi_0	0.40
a221o_1	0.54
buf_4	0.29
xor2_1	0.15
## layout by cell type (no fill, tap or decap), drive strengths merged, types with 4 or more instances in the layout
cell / instances
ha: 10
o21ai: 4
nand3: 9
xnor2: 14
nor3: 12
or4: 6
nand2b: 6
xor2: 10
nor2b: 5
nand2: 13
dfrtp: 30
nand4: 7
nor2: 36
clkbuf: 4
nor4: 4
a21oi: 18
clkdlybuf4s50: 28
dlxtn: 7
inv: 19
## cell families after synthesis
family	after synthesis	share of synthesized area, %
fa+ha+maj	10	5.10
simple gates	111	24.1
latches	7	4.28
mux	3	1.27
other cells	1	0.153
flops	32	32.2
compound gates	46	12.2
xor+xnor	24	8.57
buf+inv	55	12.1
## metal layers
metal | routed length (um) | vias up | GRT usage (%) | part of all wire (%)
met3 | 56 | 4 | 0.845 | 1.3
met2 | 2120 | 22 | 31.3 | 50
met4 | 42 | 0 | 2.40 | 0.99
met1 | 2010 | 854 | 28.1 | 48
met5 | 0 | - | 0 | 0
li1 | - | 956 | - | -
## flip-flops by register name (all words and copies together) (netlist names)
signal	flops
inpt1.Q	1
cl.count	25
rom.wtime1	4
rom.wtime2	3
count.count	4
inpt2.Q	1
cl.CLK1Hz	1
## worst max path at each step
stage / cells after the start / slack [ns] / start / to
4_1_cts: 5 / 2.89 / cl.count[22] / cl.CLK1Hz
5_1_grt: 5 / 2.70 / cl.count[22] / cl.CLK1Hz
6_report: 5 / 2.91 / cl.count[22] / cl.CLK1Hz
## layout make-up
class                           count  area, sq um  share of cell area (%)
Sequential cell                    39          896                    33.6
Clock buffer                        4         55.1                    2.07
Tap cell                           67         83.8                    3.15
Inverter                           19         71.3                    2.68
Multi-Input combinational cell    195         1260                    47.4
Timing Repair Buffer               30          295                    11.1
## metrics by stage
| stage | cells | hold slack (ns) | power [mW] |
|---|---|---|---|
| after floorplan | 289 | 0.448 | 0.438 |
| after global placement | 350 | 0.493 | 0.485 |
| after detailed placement | 350 | 0.498 | 0.486 |
| after CTS | 354 | 0.511 | 0.614 |
| after global routing | 354 | 0.525 | 0.653 |
| final | 354 | 0.496 | 0.606 |
## power by group
| group | leakage (nW) | switching (mW) | internal (mW) |
|---|---|---|---|
| Combinational | 0.606 | 0.0815 | 0.110 |
| Sequential | 0.473 | 0.0429 | 0.244 |
| Clock | 0.0288 | 0.0608 | 0.0664 |
Power and IR drop assume default switching activity.
